`flow/run.sh`:
```
#!/bin/bash
# OpenROAD 26Q1-2900-gdf79404cd8, Yosys 0.63+post, stock flow scripts
make -C /OpenROAD-flow-scripts/flow DESIGN_CONFIG=/design/flow/config.mk WORK_HOME=/design/flow/orfs finish
```
`flow/config.mk`:
```
export PLATFORM = sky130hd
export DESIGN_NAME = UART_rx
export DESIGN_NICKNAME = UART_rx
export VERILOG_FILES = /design/flow/design.v
export SDC_FILE = /design/flow/constraint.sdc
export NUM_CORES = 4
export LEC_CHECK = 1
export CORE_UTILIZATION = 30
```
`flow/constraint.sdc`:
```
current_design UART_rx

set clk_period 4.4
set clk_io_pct 0.2

create_clock -name clk0 -period $clk_period [get_ports {clk}]

set non_clock_inputs [all_inputs -no_clocks]
set_input_delay [expr $clk_period * $clk_io_pct] -clock clk0 $non_clock_inputs
set_output_delay [expr $clk_period * $clk_io_pct] -clock clk0 [all_outputs]
```
`flow/design.v`:
```
module UART_rx
#(
parameter BAUDRATE = 19200, parameter FREQ = 50_000_000
)
(
input clk,
input rst,
input rx,
output reg rx_done,
output [7:0] readval
);
localparam lOCALFREQ = BAUDRATE;
localparam NUMBER_TO_COUNT_TO = FREQ/(lOCALFREQ);
initial rx_done = 0;
initial dataReg = 0;
reg clkWire;
wire en;
reg [32:0] counter;
wire [32:0] counter_next;
always @(posedge clk or posedge rst) begin
	if (rst == 1) begin
	  	counter <= 0;
		clkWire<=0;
	end
	else begin
		counter <= counter_next;
		clkWire <= counter == (NUMBER_TO_COUNT_TO)/16 ? 1 : 0;
	end
end
assign counter_next = counter == (NUMBER_TO_COUNT_TO)/16 + 1 ? 0 : counter+1;
assign en = clkWire;
localparam IDLE=2'b00,START=2'b01,STOP=2'b10,DATA=2'b11;
reg [1:0] stateReg, nextStateReg;
reg [7:0] dataReg, nextDataReg;
reg [3:0] dataRegSize, nextDataRegSize;
reg [3:0] countingReg, nextCountingReg;
always @(posedge clk or posedge rst) 
begin
  if(rst) 
    begin
		dataReg <= 0;
		dataRegSize <= 0;
      stateReg	<= IDLE;
  		countingReg <= 0;
    end
  else
    begin
      dataReg <= nextDataReg;
      dataRegSize <= nextDataRegSize;
      stateReg <= nextStateReg;
  		countingReg <= nextCountingReg;
    end
end
always @* begin
  rx_done = 1'b0;
  nextStateReg=stateReg;
  nextCountingReg=countingReg;
  nextDataRegSize=dataRegSize;
  nextDataReg=dataReg;
  case(stateReg) 
     IDLE: begin
       if(~rx)  
          begin
            nextStateReg=START;
            nextCountingReg=0;
          end
     end
     START: begin
		  if(en) begin
			 if(countingReg == 4'd7)  
				 begin
					nextCountingReg=0;
					nextStateReg=DATA;
					nextDataRegSize = 0;
				 end
			 else
				 begin
					nextCountingReg=countingReg+1;
				 end
			end
     end
     DATA: begin
		 if(en) begin
			 if(countingReg == 4'd15) begin
				 nextCountingReg = 0;
				 nextDataReg =  {rx, dataReg[7:1]};
				 if(dataRegSize == 4'b1000 - 1) begin 
					nextStateReg = STOP;
				 end
				 else begin
					 nextDataRegSize = dataRegSize +1;
				 end
			 end
			 else begin
				 nextCountingReg=countingReg+1;
			 end
		 end
     end
     STOP: begin  
	   if(en) begin
			if(countingReg == 4'd15) begin 
				rx_done = 1'b1;
				nextStateReg = IDLE;
			end
			else begin
				nextCountingReg = countingReg + 1;
			end
		end
     end
  endcase
end
assign readval = dataReg;
endmodule
```
==> summary.rpt <==
IMPLEMENTATION SUMMARY REPORT
----------------------------------------------------
[Placement]
  Tally of buffers added on design ports ........................ 11
  Pre-CTS worst setup slack ........................ 2.02 ns
  Half-perimeter wire length after detailed placement ........................ 3200 um
  Final weighted congestion in routability-driven placement ........................ 0.824

[GRT]
  GRT Residual Overflow ........................ 0
  Antenna violations before repair ........................ 0
  Global-route total usage across every layer ........................ 10.7%
  Via count of the first global-routing pass ........................ 1720
  Wire length of the first global-routing pass ........................ 7840 um
  Pin count of the biggest net entering global routing ........................ 50

[Timing]
  Worst Hold Margin ........................ 0.498 ns
  Worst relative slew slack ........................ 56.2%
  Setup clock skew after layout ........................ 0.00471 ns
  Max-slew violation total from the final report ........................ 0
  Setup TNS ........................ 0 ns
  Number of failing setup endpoints in the final timing report ........................ 0
  F_max ........................ 367 MHz
  Worst-margin pin slew ........................ 0.656 ns
  Worst setup slack after layout ........................ 1.68 ns
  Final Cycle Share ........................ 61.9%
  Final critical-path required period ........................ 2.72 ns
  Final-report hold violation count ........................ 0
  Setup repair after global routing missed its margin ........................ no

[Yosys]
  Number of flops mapped to enable cells by yosys ........................ 0
  Avg Cell Area, Syn ........................ 10.8 um^2
  Cells in synth_stat.txt ........................ 248
  Yosys chip area ........................ 2680 um^2
  Cell area after synthesis ........................ 2680 um^2
  Most frequent cell after synthesis ........................ sky130_fd_sc_hd__dfrtp_1
  Post-synthesis cell type with the largest combined area ........................ sky130_fd_sc_hd__dfrtp_1
  Top_reg_cell synth ........................ sky130_fd_sc_hd__dfrtp_1
  Number of storage elements in the synthesis netlist ........................ 54
  Distinct lib cells used ........................ 48
  Async set-reset flop share out of synthesis ........................ 100%
  Top area cells in the synthesized netlist ........................ sky130_fd_sc_hd__dfrtp_1, sky130_fd_sc_hd__xnor2_1, sky130_fd_sc_hd__xor2_1
  Count of yosys warnings during synthesis ........................ 1
  Synthesized instance count ........................ 248
  Area share of the leading cell type in the synthesized netlist ........................ 49.4%
  Top cells by count ........................ sky130_fd_sc_hd__dfrtp_1, sky130_fd_sc_hd__nand3_1, sky130_fd_sc_hd__xnor2_1, sky130_fd_sc_hd__nor2_1, sky130_fd_sc_hd__inv_1
  Post-synth seq share ........................ 50.4%

[Setup path]
  Depth of the worst register-to-register path ........................ 5
  Kind of launch point of the worst setup path ........................ flop
  Critical path, cell by cell ........................ ha_1 -> and3_4 -> nand2_4 -> nor2_1 -> clkdlybuf4s50_1
  Critical-path maximum fanout ........................ 7
  Biggest cell delay along the critical path ........................ 0.45 ns
  Number of gates on the worst path with buffers counted ........................ 5
  CP Data Arrival Time ........................ 1.84 ns
  Crit end category ........................ output pin
  Gate family responsible for the most delay along the worst path ........................ buffers and inverters
  Slowest stage cell, crit path ........................ sky130_fd_sc_hd__clkdlybuf4s50_1
  Reg-to-reg slack, setup ........................ 2.22 ns
  Crit Path Class ........................ flop to output pin
  Required time of the critical path ........................ 3.52 ns
  Count of buffer and inverter cells on the critical path ........................ 1

[Drt]
  Number of optimization iterations in the first detailed-route pass ........................ 4
  Routed Antenna Nets ........................ 0
  Average detailed-routed wire length per instance ........................ 12.5 um
  Total via count after detailed routing ........................ 1853
  WL final ........................ 4620 um
  Inserted Diodes ........................ 0
  Count of routing violations after the opening detailed-route iteration ........................ 99
  Via density per instance ........................ 5.04
  Remaining design rule violation count ........................ 0

[Hold path]
  Path type of the worst min-delay path ........................ flop to flop
  Worst hold path depth ........................ 1

[Clocking]
  Clock-pin slew on the worst setup and hold paths ........................ 0.09 ns
  Clock sink count ........................ 54
  Htree depth ........................ 2
  Count of instances resized after the clock tree is built ........................ 0
  Root Driver ........................ sky130_fd_sc_hd__clkbuf_8
  Number of buffers between clock root and the deepest sink ........................ 2
  Clock buffer count from CTS ........................ 5
  Buffers inserted during post-CTS setup optimization ........................ 0
  Clock tree from TritonCTS ........................ built
  Skew-Pair Late Insertion Delay ........................ 0.30 ns
  Hold buffer count at cts ........................ 0

[Power and ir drop]
  Portion of total power attributed to the clock network ........................ 38.9%
  Maximum VDD drop ........................ 0.000152 V
  Sequential fraction of design power ........................ 59.6%
  Sw power ........................ 0.000164 W
  Leak ........................ 1.29 nW
  Switching share of power ........................ 19.7%
  Pwr per Cell Area ........................ 277 nW/um^2
  Cell-internal power ........................ 0.000668 W
  Power Total ........................ 0.000831 W
  Combinational power share ........................ 1.5%

[Die]
  Height of the die ........................ 96.6 um
  Cell row count ........................ 34
  IO Count ........................ 12
  DIE AREA ........................ 9320 um^2
  Core outline area ........................ 8680 um^2
  Horizontal die size ........................ 96.6 um
  Initial standard-cell utilization of the core ........................ 30.9%

[Final layout]
  Area added between synthesis and finish ........................ 12.0%
  Proportion of layout cells with a drive suffix above 1 ........................ 11.9%

[Job]
  OpenROAD warning count ........................ 26
  Max-capacitance violation count ........................ 0

[Outcome]
  Run status ........................ completed

----------------------------------------------------
[metrics by stage]
stage                     util, %  std cells  cell area [um^2]
after floorplan                 -        248              2680
after global placement       33.3        360              2890
after detailed placement     33.3        360              2890
after CTS                    34.6        368              3000
after global routing         34.6        368              3000
final                        34.6        368              3000
[cells by family (layout without fill, tap and decap cells)]
logic type | after synthesis | count (layout) | share of synthesized area [%]
AOI/OAI and AO/OA | 28 | 28 | 7.93
adders and majority gates | 4 | 4 | 1.87
and+or+nand+nor | 99 | 99 | 22.1
xor gates and xnor gates | 30 | 30 | 9.79
muxes | 10 | 10 | 4.10
DFF | 54 | 54 | 50.4
buffers and inverters | 23 | 35 | 3.78
[worst paths after layout]
path | from | to
hold / removal | counter[32] | counter[32]
setup / recovery | countingReg[1] | rx_done
max in group asynchronous | rst | counter[1]
hold reg to reg | counter[32] | counter[32]
setup reg to reg | countingReg[1] | dataReg[2]
min in group asynchronous | rst | countingReg[3]
[flip-flops by register name, indices dropped and copies added (netlist names)]
signal / count
clkWire: 1
counter: 33
countingReg: 4
dataReg: 8
dataRegSize: 4
stateReg: 4
[power by group through the flow]
| stage | Clock [W] | Combinational, W | Sequential [W] |
|---|---|---|---|
| CTS | 0.000337 | 0.0000132 | 0.000496 |
| global route | 0.000353 | 0.0000147 | 0.000496 |
| finish | 0.000323 | 0.0000121 | 0.000496 |
[cells in the final DEF, fill, tap and decap left out, drive strengths merged, types with 2 or more instances in the layout]
master	n
ha	4
inv	14
nand4	14
o2111ai	2
nor2	15
nor3	10
a31oi	3
nand4b	2
mux2	8
dfrtp	53
o31ai	3
and4	3
nand2	13
buf	2
mux2i	2
nand3	18
and2	2
nor4	8
xnor2	18
clkdlybuf4s50	11
clkbuf	6
xor2	12
o21ai	9
a21oi	2
and3	7
[area by class of cell]
class / instances / area (um^2)
multi-input cells: 171 / 1230
well taps: 108 / 135
clock buffers: 6 / 72.6
clock inverters: 2 / 37.5
repair buffers: 13 / 125
fillers: 850 / 5670
inverters: 14 / 52.6
flip-flops and latches: 54 / 1350
[routing by layer]
layer	up-vias	global-route usage, %	wire length, um
met2	16	17.1	2120
met1	915	16.2	2330
met5	-	0	0
li1	915	-	-
met4	0	1.35	68
met3	7	1.43	97
Power figures rest on the tool's default switching activity, not on a simulated workload.
